--- /design/flow/design.v ---
module Controller(input clk, dataFinish, readyCache, readyMem, need, find, writed,
	output reg startCache, startMem, forc, We, MemSel, readerEn, outputEn, adrEn, ready);
	reg [2:0] presentStage, nextStage;
	initial begin
		presentStage = 0;
		nextStage = 1;
	end
	always @(posedge clk) begin
		presentStage = nextStage;
	end
	always @(presentStage, dataFinish, clk) begin
		case(presentStage)
			0: nextStage = dataFinish ? 6 : 1;
			1: nextStage = 2;
			2: nextStage = !readyCache ? 2 : need ? 4 : find ? 3 : 2;
			3: nextStage = 0;
			4: nextStage = readyMem ? 5 : 4;
			5: nextStage = writed ? 0 : 5;
			6: nextStage = 6;
			default: nextStage = 0;
		endcase
	end
	always @(presentStage) begin
		{startCache, startMem, forc, We, MemSel, readerEn, outputEn, adrEn, ready} = 10'b 0;
		case(presentStage)
			0: {readerEn, forc} = 2'b 11;
			1: adrEn = 1;
			2: startCache = 1;
			3: {outputEn, ready} = 2'b 11;
			4: startMem = 1;
			5: {MemSel, outputEn, ready, We} = 4'b 1111;
			6: ;
		endcase
	end
endmodule
--- /design/flow/constraint.sdc ---
current_design Controller

set clk_period 2.0
set clk_io_pct 0.2

create_clock -name clk0 -period $clk_period [get_ports {clk}]

set non_clock_inputs [all_inputs -no_clocks]
set_input_delay [expr $clk_period * $clk_io_pct] -clock clk0 $non_clock_inputs
set_output_delay [expr $clk_period * $clk_io_pct] -clock clk0 [all_outputs]
--- /design/flow/run.sh ---
#!/bin/bash
# OpenROAD 26Q1-2900-gdf79404cd8, Yosys 0.63+post, stock flow scripts
make -C /OpenROAD-flow-scripts/flow DESIGN_CONFIG=/design/flow/config.mk WORK_HOME=/design/flow/orfs finish
--- /design/flow/config.mk ---
export PLATFORM = sky130hd
export DESIGN_NAME = Controller
export DESIGN_NICKNAME = Controller
export VERILOG_FILES = /design/flow/design.v
export SDC_FILE = /design/flow/constraint.sdc
export NUM_CORES = 4
export LEC_CHECK = 1
export CORE_AREA = 10 10 70 70
export DIE_AREA = 0 0 80 80
==> impl_metrics.py <==
# Synthesis and PnR figures
metrics = {
    "place": {
        "dp_hpwl_um": 612,
        "placedInstanceArea_um2": 404,
        "port_buffers": 15,
        "gp_congestion": 0.719,
    },
    "drt": {
        "insertedDiodeCount": 0,
        "detail_route.iter0.violations": 11,
        "drt_pass1_iterations": 3,
        "avgViaCountPerCell": 2.82,
        "detail_route.wirelength_um": 766,
        "final_antenna_net_count": 0,
        "routed_wire_per_std_cell_um": 8.42,
        "vias": 257,
        "drc_errors": 0,
    },
    "clock_tree": {
        "h-tree-depth": 1,
        "post_cts.repair.setup_buffers": 0,
        "clkTransAtPathRegs_ns": 0.03,
        "holdBufCountCts": 0,
        "cts_tree": "done",
        "tritoncts.num_buffers": 3,
        "largest_buffer_count_on_any_clock_path": 2,
        "insertion_delay_ns": 0.23,
        "ctsRootBufferMaster": "sky130_fd_sc_hd__clkbuf_4",
        "cts_sinks": 3,
    },
    "timing": {
        "worstMarginPinSlew_ns": 0.238,
        "hold-worst-slack_ns": 0.511,
        "hold_viol_final": 0,
        "slew_headroom_pct": 83.9,
        "fin_setup_tns_ns": 0,
        "final_period_minus_worst_setup_slack_ns": 1.86,
        "setup_repair_after_global_routing_missed_its_margin": "false",
        "setup_viol": 0,
        "number_of_pins_exceeding_their_max_slew_limit_in_the_final_report": 0,
        "max_clock_freq_mhz": 538,
        "period_utilisation_layout_pct": 92.9,
        "fin_worst_skew_ns": 0.000152,
    },
    "logic_synthesis": {
        "top_area_contributor_share_pct": 26.2,
        "synthesis.area_um2": 229,
        "yosys-stat-area_um2": 229,
        "netlist-cell-type-count": 18,
        "synth.top_cells.by_area": "sky130_fd_sc_hd__dfxtp_1, sky130_fd_sc_hd__buf_4, sky130_fd_sc_hd__o21ai_0",
        "syn_area_per_cell_um2": 7.39,
        "top_area_cell": "sky130_fd_sc_hd__dfxtp_1",
        "ys_warn_count": 1,
        "ys_ff": 3,
        "syn_inst": 31,
        "ys_cells": 31,
        "ys_seq_share_pct": 26.2,
    },
    "final_layout": {
        "fillerInstances": 399,
        "finish.instance_area_um2": 439,
        "layout_top_cell": "sky130_fd_sc_hd__clkdlybuf4s50_1",
        "area.growth.synth_to_final_pct": 91.8,
        "regArea_um2": 63.8,
        "final_layout_size_suffix_gt1_share_pct": 15.6,
        "combGateArea_um2": 138,
        "largest_reg_flops": 3,
        "final_util_pct": 12.9,
    },
    "floorplanning": {
        "die_area_mm2": 0.00640,
        "coreArea_mm2": 0.00342,
        "die_x_um": 80,
        "rows": 21,
        "num_io_pins": 16,
        "die_height_um": 80,
        "initial_core_util_pct": 6.70,
    },
    "critical_path": {
        "crit_fanout": 12,
        "slowest_stage_delay_on_critical_path_ns": 0.52,
        "critPathLaunch": "presentStage[1]$_DFF_P_",
        "endpoint_kind": "output port",
        "timing_worst_setup_path_type": "reg -> out",
        "cp_cell_sequence": "nor3b_1, clkdlybuf4s50_1",
        "r2r-end": "presentStage[0]$_DFF_P_",
        "reg2reg_slack_ns": 0.87,
        "timing.critical_path.slowest_stage_cell": "sky130_fd_sc_hd__clkdlybuf4s50_1",
        "crit_path_start_kind": "flop",
        "timing.rr.start": "presentStage[1]$_DFF_P_",
        "rr_worst_depth": 3,
        "timing.critical_path.required_ns": 1.60,
        "worst_ep_arrival_time_ns": 1.46,
    },
    "grt": {
        "track_usage_pct": 2.29,
        "grt_antenna_before_repair": 0,
        "globalRoute.totalOverflow": 0,
        "wire_length_of_the_first_global_routing_pass_mm": 1.14,
        "grt_max_degree": 13,
        "first_global_vias": 248,
    },
    "power": {
        "peakVddDrop_v": 0.000220,
        "power.leakage_nw": 0.150,
        "post-layout-total-power_mw": 0.541,
        "power.density_mw_per_mm2": 1230,
    },
    "min_path": {
        "worst_hold_path.num_cells": 1,
        "hold_path_startpoint": "presentStage[0]$_DFF_P_",
        "hp-class": "reg -> reg",
        "hold_end": "presentStage[2]$_DFF_P_",
    },
    "job": {
        "warning_count": 25,
        "max_cap_viol_count": 0,
    },
    "status": {
        "outcome": "completed",
    },
}
how the worst max path moves through the flow:
stage                        end  slack, ns  cells after the start
after CTS             startCache       0.02                      2
after global routing  startCache       0.06                      2
final                 startCache       0.14                      2
cells by family after synthesis:
logic type      share of synthesized area, %
simple gates                            34.4
compound gates                          19.7
buf+inv                                 15.8
flops                                   26.2
xor+xnor                                3.83
stage by stage:
step	setup slack [ns]	std cells
after floorplan	0.819	31
after global placement	0.217	87
after detailed placement	0.227	87
after CTS	0.0225	91
after global routing	0.0581	91
final	0.142	91
critical path, delay by kind of cell (launching register included):
family                 cells  cell delay (ns)
DFF                        1             0.44
buffers and inverters      1             0.52
and+or+nand+nor            1             0.27
cell usage after synthesis:
master	number
sky130_fd_sc_hd__a211o_1	1
sky130_fd_sc_hd__inv_1	1
sky130_fd_sc_hd__a31oi_1	1
sky130_fd_sc_hd__and2_1	1
sky130_fd_sc_hd__dfxtp_1	3
sky130_fd_sc_hd__nand2_1	3
sky130_fd_sc_hd__nor3b_1	2
sky130_fd_sc_hd__and4b_1	1
sky130_fd_sc_hd__nor2_1	3
sky130_fd_sc_hd__nor3_1	2
sky130_fd_sc_hd__buf_4	3
sky130_fd_sc_hd__buf_2	2
sky130_fd_sc_hd__nor4b_1	1
sky130_fd_sc_hd__o211ai_1	1
sky130_fd_sc_hd__xnor2_1	1
sky130_fd_sc_hd__nor2b_1	1
sky130_fd_sc_hd__o31ai_1	1
sky130_fd_sc_hd__o21ai_0	3
repair_timing:
item,in CTS,in global routing
cloned,0,0
hold endpoints to repair,0,0
setup endpoints to repair,2,5
resized,1,3
layer usage:
metal,vias up,global-route usage (%),share of wire [%]
li1,134,-,-
met1,108,2.78,46
met2,15,2.65,33
met3,0,2.27,21
met4,0,0.704,0
met5,-,0,0
where the power goes:
| group | internal, mW | switching, mW | leakage, nW |
|---|---|---|---|
| Sequential | 0.0960 | 0.0671 | 0.0254 |
| Combinational | 0.196 | 0.0772 | 0.110 |
| Clock | 0.0746 | 0.0294 | 0.0150 |
| Total | 0.367 | 0.174 | 0.150 |
area by class of cell:
cell class	count	area share, %
Multi-Input combinational cell	22	31.3
Sequential cell	3	14.5
Inverter	1	0.855
Tap cell	46	13.1
Timing Repair Buffer	15	34.2
Clock buffer	4	5.98
Power figures rest on the tool's default switching activity, not on a simulated workload.
